`/design/flow/run.sh`:
```
#!/bin/bash
# OpenROAD 26Q1-2900-gdf79404cd8, Yosys 0.63+post, stock flow scripts
make -C /OpenROAD-flow-scripts/flow DESIGN_CONFIG=/design/flow/config.mk WORK_HOME=/design/flow/orfs finish
```
`/design/flow/config.mk`:
```
export PLATFORM = sky130hd
export DESIGN_NAME = fifo
export DESIGN_NICKNAME = fifo
export VERILOG_FILES = /design/flow/design.v
export SDC_FILE = /design/flow/constraint.sdc
export NUM_CORES = 4
export LEC_CHECK = 1
export CORE_UTILIZATION = 30
```
`/design/flow/constraint.sdc`:
```
current_design fifo

set clk_period 6.1
set clk_io_pct 0.2

create_clock -name clk0 -period $clk_period [get_ports {clk_i}]

set non_clock_inputs [all_inputs -no_clocks]
set_input_delay [expr $clk_period * $clk_io_pct] -clock clk0 $non_clock_inputs
set_output_delay [expr $clk_period * $clk_io_pct] -clock clk0 [all_outputs]
```
`/design/flow/design.v`:
```
module fifo
	#(
	parameter B=8,
	W=4
	)
(
input wire clk_i, rst_i,
input wire rd_i, wr_i,
input wire [B-1:0] w_data_bi,
output wire empty_o, full_o,
output wire [B-1:0] r_data_bo
);
reg [B-1:0] array_reg [2**W-1:0];  
reg [W-1:0] w_ptr_reg, w_ptr_next, w_ptr_succ;
reg [W-1:0] r_ptr_reg, r_ptr_next, r_ptr_succ;
reg full_reg, empty_reg, full_next, empty_next;
wire wr_en, rd_en;
always @(posedge clk_i)
	if (wr_en)
		array_reg [w_ptr_reg] <= w_data_bi;
assign r_data_bo = array_reg[r_ptr_reg];
assign wr_en = wr_i & ~full_reg;
assign rd_en = rd_i & ~empty_reg;
always @(posedge clk_i)
if (rst_i)
	begin
	w_ptr_reg <= 0;
	r_ptr_reg <= 0;
	full_reg  <= 1'b0;
	empty_reg <= 1'b1;
	end
else
	begin
	w_ptr_reg <= w_ptr_next;
	r_ptr_reg <= r_ptr_next;
	full_reg  <= full_next;
	empty_reg <= empty_next;
	end
always @*
	begin
	w_ptr_succ = w_ptr_reg + 1;
	r_ptr_succ = r_ptr_reg + 1;
	w_ptr_next = w_ptr_reg;
	r_ptr_next = r_ptr_reg;
	full_next  = full_reg;
	empty_next = empty_reg;
	case ({wr_en, rd_en})
		2'b01:  
			begin
			r_ptr_next = r_ptr_succ;
			full_next = 1'b0;
			if (r_ptr_succ==w_ptr_reg)
				empty_next = 1'b1;
			end
		2'b10:  
			begin
			w_ptr_next = w_ptr_succ ;
			empty_next = 1'b0;
			if (w_ptr_succ==r_ptr_reg)
				full_next = 1'b1;
			end
		2'b11:  
			begin
			w_ptr_next = w_ptr_succ;
			r_ptr_next = r_ptr_succ;
			end
	endcase
end
assign full_o = full_reg;
assign empty_o = empty_reg;
endmodule
```
==> reports/results.ini <==
[routing]
drt_iter0_drc = 128
ant_nets = 0
antennaDiodeCount = 0
routed_wl_um = 11250
wire_per_inst_um = 20.27
vias = 2722
routed_via_density = 4.905
first_pass_iters = 6
drc = 0

[place]
dpl.hpwl_um = 6699
gp_congestion = 0.7839
port_buffers = 21
pre_cts_ws_ns = 2.658
placed_cells = 523
place_area_um2 = 6085

[synth]
yosys_area_um2 = 5665
yosysWarnings = 1
netlist_area_um2 = 5665
avgSynthCellArea_um2 = 19.95
ys_cells = 284
numSynthFlops = 142
ys_seq_share_pct = 72.79
synth_cells = 284
synth.distinct_cells = 32

[global_routing]
grt_max_degree = 33
grt_pass1_wl_um = 17280
grt-ovfl-total = 0
antenna_found_initial = 0
grt_pass1_vias = 3004
groute.usage.overall_pct = 12.91

[timing]
relSlewSlack_pct = 49.02
rsz0062_at_grt = no
fmax_mhz = 257.8
hold_violations = 0
finalSetupViolations = 0
layout_setup_ws_ns = 2.221
tightest_slew_ns = 0.7618
period_used_pct = 63.60
setup_tns_ns = 0
drv_slew = 0
clock-skew-final_ns = 0.007229
period_needed_ns = 3.879

[setup_path]
rr_worst_depth = 3
r2r_slack_ns = 4.04
r2r-end = array_reg[10][7]$_DFFE_PP_
r2r_start = full_reg$_SDFFE_PP0P_
worstSetupPathType = flop to output port
crit_arrival_ns = 2.66
worst_ep_required_time_ns = 4.88
start_kind = flop
path_max_fanout = 32
end_kind = output port

[run_status]
outcome = finished clean

[clock_tree]
cts_buffers = 17
h-tree-depth = 4
cts_tree = yes
cts_resized = 0
holdBufCountCts = 0
clk_transition_reported_paths_ns = 0.06
clkLatencyLatePin_ns = 0.41
root_buffer = clkbuf_16
post_cts_buffers = 0
clock_path_buffers = 2
clock-sinks = 142

[cells_and_area]
regArea_um2 = 4125
stdcell_count = 555
fillers = 1602
drive_gt1_share_pct = 16.56
lay_top_count = edfxtp_1
design_area_um2 = 6679
mi_logic_area_um2 = 1433
area_delta_synth_final_pct = 17.89
layout_top_cells = 128 x edfxtp_1, 21 x clkdlybuf4s50_1, 18 x mux4_2, 17 x and2_1, 17 x clkbuf_16
largest_register_ffs = 128

[floorplanning]
die_y_um = 139.4
core-area_um2 = 18210
core.rowCount = 49
ioPinCount = 22
fp_util_pct = 31.11
chip_area_um2 = 19440
die.size.x_um = 139.4

[pwr]
power_w = 0.002243
worst_ir_drop_vdd_uv = 187.0
p_per_area_nw_per_um2 = 335.9
power_leakage_nw = 2.147

[worst_hold_path]
hold_start = full_reg$_SDFFE_PP0P_
hold_path_depth = 2
hold_end = full_reg$_SDFFE_PP0P_
holdCritPathClass = flop to flop

[run]
cap_violations = 0
warnings = 28

-- stage by stage --
stage          hold WS (ns)  util [%]
6_report             0.5243     36.68
5_1_grt              0.5631     36.68
4_1_cts              0.5265     36.68
3_5_place_dp         0.5143     33.42
3_3_place_gp         0.5017     33.42
2_1_floorplan        0.4440         -
-- metal layers --
layer	vias up	wire length (um)	global-route usage, %
met5	-	96	3.759
met4	4	92	1.345
met3	11	1988	11.12
met2	192	5060	18.57
met1	1299	4014	15.01
li1	1216	-	-
-- report_power, final --
group	total, W	leakage (nW)	internal [W]	switching (W)
Sequential	0.00109	1.27	0.00108	0.00000879
Combinational	0.000142	0.581	0.0000726	0.0000689
Clock	0.00101	0.296	0.000585	0.000427
Total	0.00224	2.15	0.00174	0.000505
-- worst max-delay path: stages (launching register included) --
cell             delay (ns)
dfxtp_2                0.31
buf_4                  0.48
mux4_1                 0.64
a22oi_1                0.23
nand2_1                0.14
clkdlybuf4s50_1        0.44
-- layout make-up --
class,instances,area share [%]
flip-flops and latches,142,61.76
multi-input cells,126,21.45
clock buffers,17,6.369
well taps,229,4.290
repair buffers,24,3.484
clock inverters,15,2.529
inverters,2,0.1124
-- synthesized netlist by cell type, drive strengths merged --
cell type / count / area [um^2]
edfxtp: 128 / 3844
and2b: 1 / 7.510
dfxtp: 14 / 280.3
nand4b: 1 / 8.760
clkdlybuf4s25: 3 / 30.03
mux4: 32 / 773.2
ha: 5 / 62.56
nor2b: 1 / 6.260
nand3: 3 / 15.01
nor2: 8 / 30.03
and2: 17 / 106.4
nor3b: 2 / 15.01
or3: 2 / 12.51
xnor3: 1 / 22.52
inv: 2 / 7.510
nand2b: 2 / 12.51
xor2: 5 / 43.79
a21oi: 3 / 15.01
buf: 7 / 56.30
a22oi: 16 / 120.1
nor3: 1 / 5.000
o31ai: 2 / 15.01
nand3b: 4 / 30.03
clkbuf: 4 / 15.01
and4b: 1 / 10.01
nand2: 8 / 30.03
o21ai: 2 / 10.01
xnor2: 7 / 61.31
mux2i: 2 / 20.02
-- worst max-delay path by stage --
stage | start | to | slack [ns] | cells past startpoint
after CTS | flop | r_data_bo[4] | 2.19 | 5
after global routing | flop | r_data_bo[4] | 2.07 | 5
final | flop | r_data_bo[4] | 2.22 | 5
-- cells by family (layout without fill, tap and decap cells) --
kind of cell,Yosys count,after routing,share of synthesized area (%)
DFF,142,142,72.79
and+or+nand+nor,51,51,5.101
muxes,34,34,14.00
AOI/OAI and AO/OA,23,23,2.827
buffers and inverters,16,58,1.921
xor gates and xnor gates,13,13,2.253
adders and majority gates,5,5,1.104
Power figures rest on the tool's default switching activity, not on a simulated workload.
